## flow/config.mk

```make
export PLATFORM = sky130hd
export DESIGN_NAME = uart_receive
export DESIGN_NICKNAME = uart_receive
export VERILOG_FILES = /design/flow/design.v
export SDC_FILE = /design/flow/constraint.sdc
export NUM_CORES = 4
export LEC_CHECK = 1
export CORE_UTILIZATION = 30
```

## flow/constraint.sdc

```tcl
current_design uart_receive

set clk_period 11.6
set clk_io_pct 0.2

create_clock -name clk0 -period $clk_period [get_ports {clk}]

set non_clock_inputs [all_inputs -no_clocks]
set_input_delay [expr $clk_period * $clk_io_pct] -clock clk0 $non_clock_inputs
set_output_delay [expr $clk_period * $clk_io_pct] -clock clk0 [all_outputs]
```

## flow/design.v

```verilog
module uart_receive (
  input wire        rst_n,
  input wire        clk,
  input wire [31:0] clk_div,
  input wire        rx,
  output reg        irq,
  output reg [7:0]  rx_data,
  input wire        rx_finish,
  output reg        frame_err,
  output reg        busy
);
  parameter WAIT        = 4'b0000;
  parameter START_BIT   = 4'b0001;
  parameter GET_DATA    = 4'b0010;
  parameter STOP_BIT    = 4'b0011;
  parameter WAIT_READ   = 4'b0100;
  parameter FRAME_ERR   = 4'b0101;
  parameter IRQ         = 4'b0110;
  reg [3:0] state;
  reg [31:0] clk_cnt;
  reg [2:0] rx_index;
  always @(posedge clk or negedge rst_n) begin
    if(!rst_n) begin
      state     <= WAIT;
      clk_cnt   <= 32'h0000_0000;
      rx_index  <= 3'b000;
      irq       <= 1'b0;
      frame_err <= 1'b0;
      rx_data   <= 8'h0;
      busy      <= 1'b0;
    end else begin
      case(state)
        WAIT: begin
          irq <= 1'b0;
          frame_err <= 1'b0;
          busy <= 1'b0;
          rx_data <= 8'b0;
          if(rx == 1'b0) begin  
            state <= START_BIT;
          end
        end
        START_BIT: begin
          if(clk_cnt == ((clk_div >> 1) - 1)) begin
            clk_cnt <= 32'h0000_0000;
            if(rx == 1'b0) begin
              state <= GET_DATA;
            end
          end else begin
            clk_cnt <= clk_cnt + 32'h0000_0001;
          end
          busy <= 1'b1;
        end
        GET_DATA: begin
          if(clk_cnt == (clk_div - 1)) begin
            clk_cnt <= 32'h0000_0000;
            if(rx_index == 3'b111) begin
              state <= STOP_BIT;
            end
            rx_index <= rx_index + 3'b001;
            rx_data[rx_index] <= rx;
          end else begin
            clk_cnt <= clk_cnt + 32'h0000_0001;
          end
          busy <= 1'b1;
        end
        STOP_BIT: begin
          if(clk_cnt == (clk_div - 1)) begin
            clk_cnt <= 32'h0000_0000;
            if(rx == 1'b1) begin
              state <= IRQ; 
              frame_err <= 1'b0;
            end else begin
              state <= FRAME_ERR;
              frame_err <= 1'b1;
            end
          end else begin
            clk_cnt <= clk_cnt + 32'h0000_0001;
          end
          busy <= 1'b1;
        end
        IRQ:begin
          irq <= 1'b1;
          state <= WAIT_READ;
          busy <= 1'b0;
        end
        WAIT_READ: begin
          irq <= 1'b0;
          busy <= 1'b0;
          if(rx_finish)
            state <= WAIT;
          else
            state <= WAIT_READ;
        end
        FRAME_ERR:begin
            state <= WAIT;
            irq <= 0;
            frame_err <= 0;
            busy <= 1'b0;
        end
        default: begin
          state     <= WAIT;
          clk_cnt   <= 32'h0000_0000;
          rx_index  <= 3'b000;
          irq       <= 1'b0;
          rx_data   <= 8'h0;
          frame_err <= 1'b0;
          busy      <= 1'b0;
        end
      endcase
    end
  end
endmodule
```

## flow/run.sh

```bash
#!/bin/bash
# OpenROAD 26Q1-2900-gdf79404cd8, Yosys 0.63+post, stock flow scripts
make -C /OpenROAD-flow-scripts/flow DESIGN_CONFIG=/design/flow/config.mk WORK_HOME=/design/flow/orfs finish
```

==> results.tsv <==
metric	value	unit
outcome	complete, no violations	
DR iter-0 viols	302	
Worst Reg-to-Reg Cells	9	
synthesized area per cell	8.10	µm²
most numerous cell in the Yosys netlist	nor2_1	
aoi share	14.6	%
final weighted congestion in routability-driven placement	0.956	
# Max-Cap Violations	0	
root buffer cell	clkbuf_16	
Post-CTS Repair Setup Buffers	0	
placed inst area	5700	µm²
mux frac, synth	1.86	%
reg2reg setup slack	7800	ps
FP Util	31.0	%
Max rail drop VDD	0.0578	mV
clock period minus worst slack	6570	ps
asr flop ratio synth	100	%
Synth Seq Share	25.6	%
Layout area overhead	13.1	%
Commonest flop	dfrtp_1	
die area	17800	µm²
drt drc	0	
CP arrival	6720	ps
synth top area cells	dfrtp_1 (25%), xnor2_1 (11%), xor2_1 (6.3%)	
Fin Setup TNS	0	ps
RSZ-0062 raised after global routing	no	
Leak Pwr	0.00221	µW
H-tree depth	2	
filler cell count	1739	
synth warn	1	
startpoint types	primary input	
synthesis area per yosys	5180	µm²
drt pass-1 iters	5	
Hold Crit Depth	2	
largest net degree at the start of global routing	54	
Unique cell types	70	
Min-Delay Endpoint	state[0]	
layout cell share with drive strength beyond 1	7.10	%
Setup CP Type	primary input to flip-flop	
Simple Share, Synth	32.6	%
Peak Freq	0.152	GHz
pwr dens	78.6	nW/µm²
Vias	4682	
DP Wirelength	11600	µm
Port-buffer cells	46	
yosys cell count	639	
WP data required	11750	ps
CTS tree	yes	
Worst-Skew Late Latency	300	ps
Total GRT Usage	17.5	%
synthesized area	5180	µm²
wire length per cell	17.1	µm
critical path fanouts, max	21	
# setup viols final	0	
core area	16700	µm²
yosys adder share	1.93	%
CTS sink count	53	
post-DR vias/cell	5.39	
Post-synth regs	53	
ANT cells	0	
Worst Hold Launch	state[5]	
Total Wirelength	14800	µm
Fin Clk Skew	9.33	ps
Clk pin slew, worst setup/hold paths	80	ps
largest area contributor in the netlist	dfrtp_1	
yosys xor share	17.4	%
Hold Vio Cnt, Final	0	
number of global-route vias before repair	4383	
row cnt	47	
worst min path class	flip-flop to flip-flop	
top-level I/O count	47	
Logic family by area	simple AND/OR/NAND/NOR gates	
top post-synthesis cells by count	nor2_1 (70), xnor2_1 (66), dfrtp_1 (52)	
first-pass GRT wire length	24100	µm
CP endpoint kind	flip-flop	
Hold Buf Count CTS	0	
clock buffer count from CTS	5	
Die Y-Extent	133	µm
chip width	133	µm
antenna violations before repair	0	
Syn Inst Count	639	
Max Slew Vio Count	0	
Routed Antenna Nets	0	
Longest Clk Path Bufs	2	
EDFF count, synth	0	
PostCTS Resize Cnt	0	
max_slew headroom	48.2	%
Tcrit/Tclk final	56.6	%
Post-Layout Inst Area	5860	µm²
r2r startpoint	clk_cnt[11]	
reg-to-reg endpoint	clk_cnt[29]	
tool warning count	28	
Worst Tran Pin Value	778	ps
area share, top type	25.1	%
grt total ovfl	0	
==> worst max path at each step <==
stage,start,end,slack (ps),cells past startpoint
4_1_cts,clk_div[0],clk_cnt[19],5080,12
5_1_grt,clk_div[8],clk_cnt[14],4700,10
6_report,clk_div[8],clk_cnt[29],5030,10
==> metal layers <==
layer / part of all wire (%) / wire [µm] / up-vias / GRT usage (%)
met4: 1.9 / 286 / 0 / 2.65
met5: 0 / 0 / - / 0
met3: 5.1 / 759 / 19 / 2.37
met2: 43 / 6300 / 123 / 25.5
li1: - / - / 2317 / -
met1: 50 / 7470 / 2223 / 28.2
==> layout make-up <==
| class | instances | area (µm²) | area share (%) |
|---|---|---|---|
| Inverter | 22 | 82.6 | 1.41 |
| Tap cell | 220 | 275 | 4.70 |
| Multi-Input combinational cell | 516 | 3540 | 60.5 |
| Clock buffer | 5 | 125 | 2.14 |
| Sequential cell | 53 | 1330 | 22.7 |
| Timing Repair Buffer | 49 | 478 | 8.16 |
| Clock inverter | 3 | 26.3 | 0.449 |
==> layout by cell type (no fill, tap or decap), drive strengths merged, types with 5 or more instances in the layout <==
master	n
o21ai	24
xnor2	66
clkdlybuf4s50	45
and2	5
a21o	6
nand2	42
or3	13
nor3b	6
or4	11
nand2b	6
and4	6
a22o	11
xor2	37
a31o	5
inv	23
o211ai	5
nand4	26
nor4b	8
nor3	19
clkbuf	5
nand3	23
nor4	25
a31oi	7
dfrtp	52
mux2	5
and3	7
nor2b	7
a21oi	17
ha	8
nor2	72
==> metrics by stage <==
stage	utilization, %	hold slack (ps)	cells	power [µW]	setup WS, ps
4_1_cts	35.1	492	868	465	5080
2_1_floorplan	-	441	639	273	6680
6_report	35.1	487	868	460	5030
5_1_grt	35.1	536	868	484	4700
3_5_place_dp	34.2	474	860	308	4780
3_3_place_gp	34.2	466	860	309	4850
==> registers in the layout (all words and copies together), names as in the netlist <==
register / count
frame_err: 1
state: 7
clk_cnt: 32
rx_data: 8
busy: 1
irq: 1
rx_index: 3
==> cells by family (layout without fill, tap and decap cells) <==
logic type | count (synthesis) | in the layout
AND/OR/NAND/NOR | 290 | 290
AND-OR/OR-AND | 106 | 106
XOR/XNOR | 103 | 103
buffers and inverters | 70 | 79
flip-flops | 53 | 53
multiplexers | 9 | 9
adder cells (fa/ha/maj) | 8 | 8
==> power breakdown <==
group	internal [µW]	leakage, µW	switching [µW]
clock	81.7	0.0000680	73.7
sequential	190	0.000726	12.1
combinational	45.5	0.00142	57.0
total	317	0.00221	143
==> critical path: stages <==
cell and delay (ps):
clkdlybuf4s50_1 650, nor4_4 520, nand4_1 610, nor4_1 430, a211oi_1 90, nor4_1 560, nand4_2 280, a22oi_4 440
and2_1 700, nor2_1 110
Power and IR drop assume default switching activity.
