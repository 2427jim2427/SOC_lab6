==> design/flow/run.sh <==
#!/bin/bash
# OpenROAD 26Q1-2900-gdf79404cd8, Yosys 0.63+post, stock flow scripts
make -C /OpenROAD-flow-scripts/flow DESIGN_CONFIG=/design/flow/config.mk WORK_HOME=/design/flow/orfs finish
==> design/flow/config.mk <==
export PLATFORM = sky130hd
export DESIGN_NAME = uart_transmission
export DESIGN_NICKNAME = uart_transmission
export VERILOG_FILES = /design/flow/design.v
export SDC_FILE = /design/flow/constraint.sdc
export NUM_CORES = 4
export LEC_CHECK = 1
export CORE_UTILIZATION = 50
==> design/flow/constraint.sdc <==
current_design uart_transmission

set clk_period 4.4
set clk_io_pct 0.2

create_clock -name clk0 -period $clk_period [get_ports {clk}]

set non_clock_inputs [all_inputs -no_clocks]
set_input_delay [expr $clk_period * $clk_io_pct] -clock clk0 $non_clock_inputs
set_output_delay [expr $clk_period * $clk_io_pct] -clock clk0 [all_outputs]
==> design/flow/design.v <==
module uart_transmission(
  input wire        rst_n,
  input wire        clk,
  input wire [31:0] clk_div,
  input wire        tx_start,
  input wire [7:0]  tx_data,
  output reg        tx,
  output reg        clear_req,
  output reg        busy
);
  parameter WAIT        = 4'b0000;
  parameter START_BIT   = 4'b0001;
  parameter SEND_DATA   = 4'b0010;
  parameter STOP_BIT    = 4'b0011;
  parameter CLEAR_REQ   = 4'b0100;
  reg [3:0] state;
  reg [31:0] clk_cnt;
  reg [2:0] tx_index;
  reg [1:0] detect_posedge_start;
  always @(posedge clk or negedge rst_n)begin
    if(!rst_n) 
      detect_posedge_start <= 2'b00;
    else 
      detect_posedge_start <= {detect_posedge_start[0], tx_start};
  end
  always @(posedge clk or negedge rst_n) begin
    if(!rst_n) begin
      tx        <= 1'b1;	 
      state     <= WAIT;
      clear_req <= 1'b0;
      tx_index  <= 3'b000;
      clk_cnt   <= 32'h0000_0000;
      busy      <= 1'b0;
    end else begin
      case(state)
        WAIT: begin
          tx <= 1'b1;
          clear_req <= 1'b0;
          if(detect_posedge_start == 2'b01) begin
            state <= START_BIT;
          end
        end
        START_BIT: begin
          tx <= 1'b0;
          busy <= 1'b1;
          if(clk_cnt == (clk_div - 1)) begin
            clk_cnt <= 32'h0000_0000;
            state <= SEND_DATA;
          end else begin
            clk_cnt <= clk_cnt + 32'h0000_0001;
          end
        end
        SEND_DATA: begin
          tx <= tx_data[tx_index];
          busy <= 1'b1;
          if(clk_cnt == (clk_div - 1)) begin
            clk_cnt <= 32'h0000_0000;
            if(tx_index == 3'b111) begin
              state <= STOP_BIT;
            end
            tx_index <= tx_index + 3'b001;
          end else begin
            clk_cnt <= clk_cnt + 32'h0000_0001;
          end
        end
        STOP_BIT: begin
          tx <= 1'b1;
          busy <= 1'b1;
          if(clk_cnt == (clk_div - 1)) begin
            clk_cnt <= 32'h0000_0000;
            state <= CLEAR_REQ;
          end else begin
            clk_cnt <= clk_cnt + 32'h0000_0001;
          end
        end
        CLEAR_REQ: begin
          clear_req <= 1'b1;
          busy <= 1'b0;
          state <= WAIT;
        end
        default: begin
          tx        <= 1'b1;
          state     <= WAIT;
          clear_req <= 1'b0;
          tx_index  <= 3'b000;
          clk_cnt   <= 32'h0000_0000;
          busy      <= 1'b0;
        end
      endcase
    end
  end
endmodule
==> ci_impl_report.md <==
## Synthesis and layout report

| Metric | Value |
|---|---|
| All-layer global routing usage | 27.8% |
| Die width | 87.6 um |
| Fin crit share | 91.4% |
| Clk network pwr share | about 34% |
| First drt pass iteration count | 6 |
| Synth logic family | simple AND/OR/NAND/NOR gates |
| Post CTS Setup Buffer Count | 0 |
| Drc violations | 0 |
| Delay of the slowest cell on the worst path | 0.51 ns |
| CTS buffer count | 5 |
| Relative slew slack | 44.3% |
| CTS Hold Buffers Added | 0 |
| Cell variety after synth | around 60 |
| Total wire length | 9910 um |
| Simple Share, Synth | 33.5% |
| Fmax | 249 MHz |
| MaxCap Viol Count | 0 |
| Via density | 5.77 |
| Multiplexer share | between 2 and 3% |
| Worst-path cell chain | clkdlybuf4s50_1, or4_4, or4_4, or3_1, a211o_1, a211o_1, nor4_4, a21oi_2, buf_4, a21oi_1, o22ai_1 |
| Worst-margin pin slew | ~0.8 ns |
| Io pins | 46 |
| Sequential Power Share | 48.9% |
| Critical path launch point type | input port |
| AO/OA Area Share | 14.3% |
| Chip area | ~0.0077 mm^2 |
| Synthesized instance count | 453 |
| CTS tree | yes |
| WP data required | 4.58 ns |
| Final hold violations | 0 |
| Slew Viols, Final | 0 |
| Pleak | 1.77 nW |
| P_sw | 0.211 mW |
| Core Area | 0.00694 mm^2 |
| Clock slew seen by the registers of the worst setup and hold paths | 0.09 ns |
| Main flop type | dfrtp_1 |
| IO Port Bufs | ~45 |
| Root Buffer | clkbuf_8 |
| CP max-delay cell | or4_4 |
| First-pass GRT wire length | between 15000 and 20000 um |
| # H-tree levels | 2 |
| Initial Util | around 53% |
| Skew final | approximately 0.0099 ns |
| Via Count | 3592 |
| Synth Seq Share | 30.8% |
| Synthesized area | 0.00366 mm^2 |
| Worst min path class | register to register |
| Status | finished clean |
| Clk sinks | around 45 |
| XOR/XNOR Fraction of Synth Area | 13.4% |
| Critical path's top delay family | simple AND/OR/NAND/NOR gates |
| Logic pwr share | between 15 and 20% |
| Filler cells | 562 |
| Number of OpenROAD warnings | 27 |
| ANT cells | 0 |
| Final worst slack | 0.380 ns |
| Clk latency of the worst-skew pair | roughly 0.3 ns |
| Average size of a mapped cell | 8.09 um^2 |
| Largest net degree at the start of global routing | between 40 and 50 |
| Max-area cell share | 29.4% |
| Yosys warnings | 1 |
| Share of cells above drive strength 1 | around an eighth |
| Setup violations, final | 0 |
| Post-synth top cells | 45 x nand2_1, 45 x nor2_1, 43 x dfrtp_1, 37 x nand3_1, 37 x xnor2_1 |
| RSZ-0062 raised after global routing | no |
| Dpl ws | roughly 0.09 ns |
| Cell type with the largest total area | dfrtp_1 |
| Total Neg Setup Slack | 0 ns |
| CP Capture Type | register |
| Die Ht | 87.6 um |
| Area grow syn2layout | 24.0% |
| Final Critical Period | 4.02 ns |
| Number of enable flip-flop cells | 0 |
| Hpwl dp | between 7000 and 8000 um |
| Reg area | about 0.0011 mm^2 |
| # Cells Yosys | 453 |
| PD cells | 186 mW/mm^2 |
| Number of global-route vias before repair | 3282 |
| Sw frac | 24.9% |
| Initial antenna violation count | 0 |
| CP Buf/Inv Count | 2 |
| Peak supply drop | ~0.22 mV |
| YS chip area | between 0.003 and 0.004 mm^2 |
| Top cells, area | dfrtp_1 29%, xnor2_1 8.8%, nand3_1 5.1% |
| Max Root-Sink Buffers | 2 |
| Synth Register Bits | around 45 |
| Row count | 30 |
| Arr. time, crit path | about 4.2 ns |
| Async S/R FF share, synth | 100% |
| Final antenna-violating net count | 0 |
| Gpl congestion | 0.907 |
| Post_cts resized | 0 |
| MI comb area | 0.00239 mm^2 |
| Int Pwr | between 0.6 and 0.7 mW |
| Crit path kind | input port to register |
| Total gr overflow | 0 |
| Post-Synth Adder-Cell Area | 1.37% |
| WL per Instance | 15.9 um |
| Iter 0 DRT Violations | roughly 170 |
| Max Fanout on Critical Path | 8 |
cells in the final DEF, fill, tap and decap left out, drive strengths merged, types with 6 or more instances in the layout:
cell           instances
nor2                  46
nand2                 46
clkdlybuf4s50         44
dfrtp                 43
buf                   38
xnor2                 37
nand3                 37
o21ai                 20
nor3                  19
xor2                  19
inv                   18
nor4                  13
nand4                 12
a21oi                 11
and3                   9
or3                    8
a31oi                  7
clkbuf                 7
or2                    6
or4                    6
through the flow:
| step | hold WS, ns | instance area [um^2] | std cells | total power [mW] | utilization, % |
|---|---|---|---|---|---|
| 2_1_floorplan | 0.355 | 3660 | 453 | 0.481 | - |
| 3_3_place_gp | 0.365 | 4440 | 614 | 0.569 | 63.9 |
| 3_5_place_dp | 0.373 | 4440 | 614 | 0.569 | 63.9 |
| 4_1_cts | 0.392 | 4540 | 622 | 0.852 | 65.4 |
| 5_1_grt | 0.408 | 4540 | 622 | 0.885 | 65.4 |
| 6_report | 0.390 | 4540 | 622 | 0.847 | 65.4 |
power groups by stage:
stage / registers (mW) / clock network, mW / logic [mW]
CTS: 0.414 / 0.290 / 0.147
global route: 0.415 / 0.310 / 0.160
finish: 0.414 / 0.286 / 0.147
state kept, by name (all words and copies together) (netlist names):
| register | flops |
|---|---|
| tx | 1 |
| clear_req | 1 |
| state | 5 |
| clk_cnt | 32 |
| detect_posedge_start | 2 |
| tx_index | 3 |
| busy | 1 |
path summary, 6_finish.rpt:
path                                          from                       to  slack (ns)  cells after the start
hold / removal             detect_posedge_start[0]  detect_posedge_start[1]        0.39                      0
setup reg to reg                       clk_cnt[17]              tx_index[0]        1.39                     10
min in group asynchronous                    rst_n  detect_posedge_start[0]        0.65                      2
max in group asynchronous                    rst_n               clk_cnt[7]        3.35                      2
setup / recovery                        clk_div[1]              clk_cnt[19]        0.38                     11
hold reg to reg            detect_posedge_start[0]  detect_posedge_start[1]        0.39                      0
cell type report:
class	instances	area share, %
Clock inverter	1	0.193
Multi-Input combinational cell	374	52.6
Timing Repair Buffer	82	16.2
Inverter	17	1.40
Tap cell	96	2.64
Clock buffer	7	2.12
Sequential cell	45	24.8
worst reg2reg max path, stage by stage (launching register included):
cell,delay [ns]
dfrtp_1,0.49
xnor2_1,0.34
nor2_1,0.08
nor4_1,0.29
nand3_1,0.13
a2111oi_0,0.43
buf_4,0.20
nor4bb_1,0.21
nand3_1,0.18
or4b_1,0.53
nand3_1,0.08
metal layers:
metal  up-vias  part of all wire (%)  track usage, %
met3         8                   5.0            3.05
li1       1805                     -               -
met5         -                     0               0
met4         0                  0.96            4.62
met2        93                    44            41.1
met1      1686                    50            46.7
logic make-up (layout without fill, tap and decap cells):
kind of cell,Yosys count,after routing
AOI/OAI and AO/OA,77,77
xor gates and xnor gates,56,56
adders and majority gates,4,4
buffers and inverters,34,107
DFF,45,45
muxes,7,7
and+or+nand+nor,230,230
Power is estimated from default activity; no workload was simulated.
